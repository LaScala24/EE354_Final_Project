$ cat run.sh
#!/bin/bash
# OpenROAD 26Q1-2900-gdf79404cd8, Yosys 0.63+post, stock flow scripts
make -C /OpenROAD-flow-scripts/flow DESIGN_CONFIG=/design/flow/config.mk WORK_HOME=/design/flow/orfs finish
$ cat config.mk
export PLATFORM = sky130hd
export DESIGN_NAME = ssd_counter
export DESIGN_NICKNAME = ssd_counter
export VERILOG_FILES = /design/flow/design.v
export SDC_FILE = /design/flow/constraint.sdc
export NUM_CORES = 4
export LEC_CHECK = 1
export CORE_UTILIZATION = 50
$ cat constraint.sdc
current_design ssd_counter

set clk_period 14.9
set clk_io_pct 0.2

create_clock -name clk0 -period $clk_period [get_ports {clk}]

set non_clock_inputs [all_inputs -no_clocks]
set_input_delay [expr $clk_period * $clk_io_pct] -clock clk0 $non_clock_inputs
set_output_delay [expr $clk_period * $clk_io_pct] -clock clk0 [all_outputs]
$ cat design.v
`timescale 1ns / 1ps
module ssd_counter 
(
    input wire clk,
    input wire [15:0] displayNumberLow,
    input wire [15:0] displayNumberHigh,
    output reg [7:0] anode,
    output reg [6:0] ssdOut
);
    reg [20:0] refresh;
    reg [3:0] active_digit;
    wire [2:0] scan_idx = refresh[20:18];
    reg [3:0] digit_low3;
    reg [3:0] digit_low2;
    reg [3:0] digit_low1;
    reg [3:0] digit_low0;
    reg [3:0] digit_high3;
    reg [3:0] digit_high2;
    reg [3:0] digit_high1;
    reg [3:0] digit_high0;
    reg [19:0] low_bcd;
    reg [19:0] high_bcd;
    function [19:0] bin16_to_bcd;
        input [15:0] value;
        integer idx;
        reg [35:0] shift_reg;
        begin
            shift_reg = 36'd0;
            shift_reg[15:0] = value;
            for (idx = 0; idx < 16; idx = idx+ 1) begin
                if (shift_reg[19:16] >= 5) shift_reg[19:16] = shift_reg[19:16]+ 3;
                if (shift_reg[23:20] >=5) shift_reg[23 :20] = shift_reg[23:20] +3;
                if (shift_reg[27:24] >=5) shift_reg[27:24] = shift_reg[27:24] + 3;
                if (shift_reg[31:28] >= 5) shift_reg[31:28] = shift_reg[31:28] + 3;
                shift_reg = shift_reg << 1;
            end
            bin16_to_bcd = shift_reg[35:16];
        end
    endfunction
    always @(posedge clk) 
    begin
        refresh <= refresh + 21'd1;
    end
    always @(posedge clk) 
    begin
        low_bcd <= bin16_to_bcd( displayNumberLow);
        high_bcd <= bin16_to_bcd(displayNumberHigh);
        digit_low3 <= low_bcd[15:12];
        digit_low2 <= low_bcd[11:8];
        digit_low1 <= low_bcd[7:4];
        digit_low0 <= low_bcd[3:0];
        digit_high3 <= high_bcd[15:12];
        digit_high2 <=high_bcd[11:8];
        digit_high1 <=high_bcd[7:4];
        digit_high0 <= high_bcd[3:0];
    end
    always @(posedge clk) begin
        case (scan_idx)
            3'd0: 
            begin
                anode <= 8'b0111_1111;
                active_digit <= digit_high3;
            end
            3'd1: 
            begin
                anode <= 8'b1011_1111;
                active_digit <= digit_high2;
            end
            3'd2: 
            begin
                anode <= 8'b1101_1111;
                active_digit <= digit_high1;
            end
            3'd3: 
            begin
                anode <= 8'b1110_1111;
                active_digit <= digit_high0;
            end
            3'd4: 
            begin
                anode <= 8'b1111_0111;
                active_digit <= digit_low3;
            end
            3'd5: 
            begin
                anode <= 8'b1111_1011;
                active_digit <=digit_low2;
            end
            3'd6: 
            begin
                anode <= 8'b1111_1101;
                active_digit <= digit_low1;
            end
            default: 
            begin
                anode <= 8'b1111_1110;
                active_digit <= digit_low0;
            end
        endcase
    end
    always @(posedge clk) 
    begin
        case (active_digit)
            4'b0000: ssdOut <= 7'b0000001;
            4'b0001: ssdOut <= 7'b1001111;
            4'b0010: ssdOut <= 7'b0010010;
            4'b0011: ssdOut <= 7'b0000110;
            4'b0100: ssdOut <= 7'b1001100;
            4'b0101: ssdOut <= 7'b0100100;
            4'b0110: ssdOut <= 7'b0100000;
            4'b0111: ssdOut <= 7'b0001111;
            4'b1000: ssdOut <= 7'b0000000;
            4'b1001: ssdOut <= 7'b0000100;
            default: ssdOut <= 7'b0000001;
        endcase
    end
endmodule
==> results.cfg <==
; synthesis and place-and-route metrics
[placement]
port_buffers = 47
dpl.hpwl_um = 23100
place_inst = 2120
gp_congestion = 0.926

[cells_and_area]
final_cells = 2139
final_core_util = 0.587
num-fill-cells = 2201
area_growth_pct = 13.7
lay_top_count = nor2_1
layout-drive-gt1-share = 0.132
final_cell_mix = nor2_1 (152), nand2_1 (143), a21oi_1 (109)

[floorplan]
coreArea_um2 = 24600
fp.dieArea_um2 = 26000
rows = 57
die_w_um = 161
io_pins = 48
die_h_um = 161
fp-utilization = 0.516

[grt]
antenna_found_initial = 1
use_met2 = 0.366
grt_pass1_wl_um = 51700
top_usage_layer = met2
grt_pass1_vias = 11200
grt.overflow.total = 0
use_met3 = 0.0210
grt_use_met1 = 0.359
grt_usage = 0.233
grt_max_degree = 23

[timing]
finalHoldViolCount = 0
period_minus_slack_ns = 13.90
finalClockPeriodUsage = 0.933
holdWs_ns = 0.324
maxSlewViolCount = 0
tightest_slew_ns = 0.912
clock.fmax_mhz = 72.0
setup_viol = 0
maxSlewHeadroom = 0.391
skew_ns = 0.00435

[min_path]
min_from = low_bcd[10]
hp-class = reg -> reg

[job]
tool_warnings = 41
cap_violations = 0

[routing]
vias = 12800
via_per_inst = 6.00
first_pass_iters = 5
routedWlPerCell_um = 14.0
ant_nets = 0
insertedDiodeCount = 0
wl_um = 29800
drt_iter0_drc = 741
drc = 0

[critical_path]
r2r_slack_ns = 13.00
cp_slowest_stage_delay_ns = 0.48
crit_path_end_kind = register
crit_top_cell = ha_1
worstSetupStartpoint = displayNumberHigh[14]
startpoint_type = primary input
cp_slowest_cell = or4_1
crit-reg2reg-launch = refresh[2]
cp_max_fo = 8
crit_type = in -> reg
arrival_ns = 14.11
cp.required_ns = 15.12

[synth]
synth_area_um2 = 12700
yosysCellCount = 1733
synth-async-reset-ratio = 0
yosys.area.top_type = dfxtp_1
flop_cell = dfxtp_1
ys_chip_area_um2 = 12700
synth_top_area_share = 0.164
top_cells_by_area = dfxtp_1 (16%), ha_1 (6.9%), nor2_1 (4.5%)
ys_types = 108
edf_count = 0
syn_avg_cell_area_um2 = 7.33
syn_inst = 1733
ys_ff = 104
ys_warn_count = 1
synth_seq_share = 0.164

[clock_network]
path_clk_slew_ns = 0.06
root_buffer = clkbuf_16
clock_path_buffers = 2
clk_latency_ns = 0.33
cts.sinks = 104
cts_tree = done
cts_buffers = 9
htreeDepth = 3

[outcome]
outcome = complete, no violations
[layout make-up]
cell class | count | area [µm²] | share of cell area
clock buffers | 11 | 253 | 0.0175
clock inverters | 5 | 38.8 | 0.00269
inverters | 116 | 435 | 0.0301
multi-input cells | 1444 | 10100 | 0.699
flip-flops and latches | 104 | 2080 | 0.144
well taps | 324 | 405 | 0.0281
repair buffers | 135 | 1130 | 0.0783
[registers in the layout (all words and copies together), names as in the netlist]
register,flops
digit_high1,4
digit_low2,4
low_bcd,16
refresh,21
ssdOut,7
digit_high0,4
digit_high3,4
high_bcd,16
digit_low3,4
digit_low0,4
anode,8
active_digit,4
digit_high2,4
digit_low1,4
[stage by stage]
stage | TNS (ns) | setup slack (ns) | instance area (µm²)
finish | 0 | 1.00 | 14400
floorplan | 0 | 0.764 | 12700
detailed placement | -0.438 | -0.130 | 13900
global placement | 0 | 0.210 | 13900
CTS | 0 | 0.172 | 14200
global route | -0.0380 | -0.0220 | 14400
[timing repair]
| item | in CTS | in global routing |
|---|---|---|
| resized | 0 | 42 |
| setup endpoints to repair | 0 | 22 |
| buffers inserted | 0 | 3 |
| hold buffers | 0 | 0 |
[cells by family (layout without fill, tap and decap cells)]
| group | after synthesis | count (layout) | synth area share |
|---|---|---|---|
| xor+xnor | 69 | 69 | 0.0510 |
| fa+ha+maj | 70 | 70 | 0.0690 |
| mux | 75 | 75 | 0.0623 |
| buf+inv | 185 | 267 | 0.0570 |
| flops | 104 | 104 | 0.164 |
| simple gates | 583 | 583 | 0.224 |
| compound gates | 647 | 647 | 0.372 |
[critical path, delay by kind of cell]
kind                       cells  cell delay [ns]
adders and majority gates     10             2.15
muxes                          2             0.71
AOI/OAI and AO/OA             16             3.46
xor gates and xnor gates       2             0.51
buffers and inverters          9             1.35
and+or+nand+nor               15             2.98
[synthesized netlist by cell type, types with 16 or more instances]
| master | count |
|---|---|
| o31ai_1 | 16 |
| dfxtp_1 | 104 |
| nand2b_1 | 28 |
| and3_1 | 19 |
| o21ai_0 | 98 |
| xor2_1 | 17 |
| or3_1 | 16 |
| a211oi_1 | 35 |
| mux2i_1 | 43 |
| nand3_1 | 60 |
| o22ai_1 | 21 |
| mux2_2 | 30 |
| nand2_1 | 143 |
| xnor2_1 | 47 |
| inv_1 | 106 |
| o211ai_1 | 43 |
| clkbuf_1 | 55 |
| a21o_1 | 29 |
| ha_1 | 70 |
| a21oi_1 | 112 |
| o21a_1 | 19 |
| nor3_1 | 45 |
| and2_1 | 32 |
| a31oi_1 | 18 |
| a22oi_1 | 18 |
| nor2_1 | 153 |
[path summary, 6_finish.rpt]
path                                      end  depth (start not counted)
worst max-delay path             high_bcd[11]                         54
worst min-delay path            digit_low2[2]                          0
worst max register to register    refresh[19]                          8
worst min register to register  digit_low2[2]                          0
[routing by layer]
metal / vias to the layer above / part of all wire
met5: - / 0.00044
met4: 2 / 0.012
met3: 24 / 0.027
met2: 172 / 0.43
met1: 5867 / 0.53
li1: 6768 / -
