==> /design/flow/design.v <==
`timescale 1ns / 1ps
module matrix_vector_mult #(
    parameter integer OUT_WIDTH = 12
) (  
    input  wire clk,
    input  wire reset,
    input  wire  start,
    input  wire [16*4-1:0] A, 
    input  wire [4*4-1:0] V, 
    output reg  [4*OUT_WIDTH-1:0] Y,  
    output reg done
);
    localparam integer PARTIAL_WIDTH = (OUT_WIDTH >= 10) ? OUT_WIDTH + 2 : 12;
    localparam [OUT_WIDTH-1:0] OUT_MAX = {OUT_WIDTH{1'b1}};  
    localparam [PARTIAL_WIDTH-1:0] OUT_MAX_EXT = {{(PARTIAL_WIDTH-OUT_WIDTH){1'b0}}, OUT_MAX};
    reg [1:0] row;
    reg [1:0] row_next;
    reg [1:0] col;
    reg [1:0] col_next;
    reg [PARTIAL_WIDTH-1:0] accum;
    reg [PARTIAL_WIDTH-1:0] accum_next;
    reg [4*OUT_WIDTH-1:0] y;
    reg [4*OUT_WIDTH-1:0] y_next;
    reg busy;
    reg busy_next;
    reg done_next;
    wire [3:0] matrix [0:3][0:3];
    assign matrix[0][0] = A[3:0];
    assign matrix[0][1] = A[7:4];
    assign matrix[0][2] = A[11:8];
    assign matrix[0][3] = A[15:12];
    assign matrix[1][0] = A[19:16];
    assign matrix[1][1] = A[23:20];
    assign matrix[1][2] = A[27:24];
    assign matrix[1][3] = A[31:28];
    assign matrix[2][0] = A[35:32];
    assign matrix[2][1] = A[39:36];
    assign matrix[2][2] = A[43:40];
    assign matrix[2][3] = A[47:44];
    assign matrix[3][0] = A[51:48];
    assign matrix[3][1] = A[55:52];
    assign matrix[3][2] = A[59:56];
    assign matrix[3][3] = A[63:60];
    wire [3:0] vec [0:3];
    assign vec[0] = V[3:0];
    assign vec[1] = V[7:4];
    assign vec[2] = V[11:8];
    assign vec[3] = V[15:12];
    wire [7:0] prod = matrix[row][col] *vec[col];
    wire last_col = ((col == 2'd3 ));
    wire last_row = (row ==2'd3 );
    wire [PARTIAL_WIDTH-1:0] sum = accum +prod;
    wire [OUT_WIDTH-1:0] result = (sum > OUT_MAX_EXT) ? OUT_MAX : sum[OUT_WIDTH-1:0];
    always @(*) 
        begin
        row_next = row;
        col_next = col;
        accum_next = accum;
        y_next = y;
        busy_next = busy;
        done_next = 1'b0;
        if (start && !busy) 
            begin
            row_next = 2'd0;
            col_next = 2'd0;
            accum_next = {PARTIAL_WIDTH{1'b0}};
            y_next = {4*OUT_WIDTH{1'b0}};
            busy_next = 1'b1;
            end 
        else if (busy) 
            begin
            if (last_col) 
                begin
                y_next[row * OUT_WIDTH +: OUT_WIDTH] = result;  
                accum_next = {PARTIAL_WIDTH{1'b0}};
                col_next = 2'd0;
                if (last_row) 
                    begin
                    busy_next = 1'b0;
                    done_next = 1'b1;
                    row_next = 2'd0;
                    end 
                else 
                    begin
                    row_next = row + 1'b1;
                    end
                end 
                else 
                    begin
                accum_next =sum;
                col_next = col + 1'b1;
                end
            end
        end
    always @(posedge clk) 
        begin
        if (reset) 
            begin
            row <= 2'd0;
            col <= 2'd0;
            accum <= {PARTIAL_WIDTH{1'b0}};
            y <= {4 * OUT_WIDTH{1'b0}};
            busy <= 1'b0;
            Y <= {4 * OUT_WIDTH{1'b0}};
            done <= 1'b0;
            end 
        else 
            begin 
            row <= row_next;
            col <= col_next;
            accum <= accum_next;
            y <= y_next;
            busy <= busy_next;
            Y <= y_next;
            done <= done_next;
            end
        end
endmodule
==> /design/flow/run.sh <==
#!/bin/bash
# OpenROAD 26Q1-2900-gdf79404cd8, Yosys 0.63+post, stock flow scripts
make -C /OpenROAD-flow-scripts/flow DESIGN_CONFIG=/design/flow/config.mk WORK_HOME=/design/flow/orfs finish
==> /design/flow/config.mk <==
export PLATFORM = sky130hd
export DESIGN_NAME = matrix_vector_mult
export DESIGN_NICKNAME = matrix_vector_mult
export VERILOG_FILES = /design/flow/design.v
export SDC_FILE = /design/flow/constraint.sdc
export NUM_CORES = 4
export LEC_CHECK = 1
export CORE_UTILIZATION = 40
==> /design/flow/constraint.sdc <==
current_design matrix_vector_mult

set clk_period 12.7
set clk_io_pct 0.2

create_clock -name clk0 -period $clk_period [get_ports {clk}]

set non_clock_inputs [all_inputs -no_clocks]
set_input_delay [expr $clk_period * $clk_io_pct] -clock clk0 $non_clock_inputs
set_output_delay [expr $clk_period * $clk_io_pct] -clock clk0 [all_outputs]
==> ci_impl_report.md <==
### Metrics collected by this job

| Metric | Value |
|---|---|
| # resized after CTS | 0 |
| Power per cell area | 104.0 mW/mm² |
| HPWL Detailed | between 10 and 15 mm |
| Synth Seq Share | 30.45% |
| Clock skew | ~0.011 ns |
| Crit path to | Y[30]$_SDFFE_PP0P_ |
| Placed Area | 0.005852 mm² |
| CP startpoint | A[57] |
| Router iterations before antenna repair | 5 |
| CP startpoint kind | primary input |
| Reg2Reg Launch Point | row[0]$_SDFFE_PP0P_ |
| #FFs+latches synth | 68 |
| Worst min path class | register to register |
| Hold Buf Count CTS | 0 |
| Final Hold Viols | 0 |
| Number of fill cells | 1,009 |
| CTS tree | built |
| Min Tclk post-route | between 7 and 8 ns |
| Antenna viol nets, final | 0 |
| Worst r2r dst | Y[30]$_SDFFE_PP0P_ |
| Layout area overhead | 35.18% |
| Asr flop ratio synth | 0% |
| Yosys cell count | 551 |
| Unrepaired setup endpoints after global routing | false |
| Status | completed |
| Post-synth EDFFs | 0 |
| Pins over their slew limit | 0 |
| DRC | 0 |
| Placer congestion estimate | 0.8949 |
| # IOs | 132 |
| Sum Neg Setup Slack | 0 ns |
| Dominant flop cell | dfxtp_1 |
| Grt total ovfl | 0 |
| Initial Util | 41.06% |
| Clk latency of the worst-skew pair | 0.35 ns |
| Critical Path AT | slightly above 8 ns |
| Place WS | 4.516 ns |
| Port Buf Inserts | between 100 and 150 |
| Number of max-cap violations | 0 |
| H-tree depth | 3 |
| Site Rows | 38 |
| Yosys warnings | 1 |
| Cells on worst reg2reg path | 20 |
| Clk slew on worst S/H paths | about 0.08 ns |
| Worst setup margin | roughly 4.8 ns |
| Vias in the first global route | between 4,000 and 5,000 |
| Iteration-0 DRC Markers | roughly 400 |
| Clock buffer depth | 2 |
| Final setup vio count | 0 |
| First-pass GRT wire length | ~24 mm |
| Via count | around 4,600 |
| Post-DR wirelength/cell | roughly 18 µm |
| DRT Wirelength | about 15 mm |
| Die width | ~110 µm |
| Die area | ~0.012 mm² |
| Leak | 2.345 nW |
| Core area | around 0.011 mm² |
| # diodes | 0 |
| Cell Type Count | approximately 56 |
| Synth Area per Inst | 8.113 µm² |
| Req. time, crit path | around 13 ns |
| VDD IR max | 76.24 µV |
| Sink Count | 68 |
| Slew HR | 38.40% |
| GRT Total Usage | a little over a quarter |
| Dpl cells | 795 |
| Post-route cell area | between 0.006 and 0.007 mm² |
| Die H | approximately 110 µm |
| Gate Count Post-Synth | roughly 550 |
| TritonCTS Buffers | 9 |
| Root Buffer Master | clkbuf_8 |
| CP Max Fanout | 18 |
| Initial antenna violation count | 0 |
| Worst-margin pin slew | 0.9241 ns |
| R2R Setup Slk | ~5.6 ns |
| Post-CTS Setup Bufs | 0 |
| YS chip area | between 0.004 and 0.005 mm² |
| Final Non-Filler Cells | a little over 800 |
| Post-Syn Area | approximately 0.0045 mm² |
| Crit path capture type | register |
| Routed vias/inst | between 5 and 6 |
| Largest net degree at the start of global routing | 26 |
| Fraction of layout cells with a size suffix above 1 | 5.663% |
| Cycle use final | between 60% and 70% |
| Fmax | around 0.13 GHz |
| Crit path kind | primary input to register |
| OpenROAD warning count | 36 |
power by group:
group	switching (W)	leakage, nW	total [W]	internal [W]
clock	0.0000873	0.0927	0.000178	0.0000907
sequential	0.00000277	0.548	0.000219	0.000216
combinational	0.000139	1.70	0.000231	0.0000918
total	0.000230	2.34	0.000629	0.000399
layer usage:
layer | vias to the layer above | part of all wire, % | track usage [%]
met1 | 2190 | 46 | 40.71
li1 | 2239 | - | -
met2 | 151 | 46 | 42.03
met4 | 0 | 2.1 | 5.479
met5 | - | 0 | 0
met3 | 27 | 5.9 | 4.074
cells in the final DEF, fill, tap and decap left out, types with 8 or more instances in the layout:
cell,count
a21oi_1,32
nand3_1,12
nand2_1,45
inv_1,43
clkdlybuf4s50_1,131
a222oi_1,18
a22o_1,18
fa_1,9
clkbuf_8,9
nor2_1,63
nor3_1,8
nor2b_1,9
dfxtp_1,68
a22oi_1,33
ha_1,31
o21ai_0,34
worst min path at each step:
stage	start	end	depth (start not counted)
final	Y[29]$_SDFFE_PP0P_	Y[29]$_SDFFE_PP0P_	2
after global routing	Y[10]$_SDFFE_PP0P_	Y[10]$_SDFFE_PP0P_	2
after CTS	Y[7]$_SDFFE_PP0P_	Y[7]$_SDFFE_PP0P_	2
layout make-up:
| class | count | area [µm²] | area share [%] |
|---|---|---|---|
| clock buffer | 10 | 127.6 | 2.112 |
| clock inverter | 6 | 63.81 | 1.056 |
| inverter | 44 | 165.2 | 2.733 |
| multi-input combinational | 407 | 2801 | 46.36 |
| sequential | 68 | 1361 | 22.53 |
| tap | 140 | 175.2 | 2.899 |
| timing repair buffer | 136 | 1349 | 22.32 |
cell usage after synthesis (8+ instances only):
cell / n / share of area [%]
fa_1: 9 / 4.0
o21ai_0: 34 / 3.8
nor2_1: 63 / 5.3
nor3_1: 8 / 0.90
a21oi_1: 32 / 3.6
a22o_1: 18 / 3.5
nand3_1: 12 / 1.3
a222oi_1: 18 / 4.0
nand2_1: 45 / 3.8
nor2b_1: 9 / 1.3
ha_1: 31 / 8.7
inv_1: 43 / 3.6
clkbuf_1: 23 / 1.9
a22oi_1: 33 / 5.5
dfxtp_1: 68 / 30
metrics by stage:
| step | hold slack [ns] | util, % | total power, W |
|---|---|---|---|
| final | 0.4601 | 55.50 | 0.0006285 |
| after global routing | 0.4794 | 55.50 | 0.0006693 |
| after CTS | 0.4627 | 55.50 | 0.0006316 |
| after detailed placement | 0.4446 | 53.75 | 0.0004513 |
| after global placement | 0.4445 | 53.75 | 0.0004506 |
| after floorplan | 0.4014 | - | 0.0003737 |
flip-flops by register name (all words and copies together) (netlist names):
| name | cells |
|---|---|
| Y | 48 |
| accum | 14 |
| col | 2 |
| row | 2 |
| busy | 1 |
| done | 1 |
logic make-up (layout without fill, tap and decap cells):
logic type      after synthesis  count (layout)  synth area share [%]
simple gates                171             171                 17.66
fa+ha+maj                    40              40                 12.71
flops                        68              68                 30.45
mux                           2               2                0.4478
buf+inv                      76             196                 6.885
compound gates              188             188                 30.67
xor+xnor                      6               6                 1.176
worst max-delay path, cell delays in order:
cell and delay, ns:
clkdlybuf4s50_1 0.40, a222oi_1 0.31, inv_1 0.08, a222oi_1 0.35, nand3_1 0.18, o21ai_0 0.20
or2_2 0.20, fa_1 0.44, fa_1 0.51, fa_1 0.52, inv_1 0.04, ha_1 0.36
o211ai_1 0.12, o21ai_1 0.30, a41o_2 0.29, a41oi_2 0.45, or3_1 0.55, a32o_1 0.27
Power and IR drop assume default switching activity.
