===== flow/design.v =====
`timescale 1ns / 1ps
module matrix_memory #(
    parameter integer WIDTH = 16
) 
(
    input  wire clk,
    input  wire reset,
    input  wire we,
    input  wire [1:0]  row,
    input  wire [1:0]  col,
    input  wire signed [WIDTH-1:0] din,
    output wire signed [WIDTH-1:0] a00,
    output wire signed [WIDTH-1:0] a01,
    output wire signed [WIDTH-1:0] a02,
    output wire signed [WIDTH-1:0] a03,
    output wire signed [WIDTH-1:0] a10,
    output wire signed [WIDTH-1:0] a11,
    output wire signed [WIDTH-1:0] a12,
    output wire signed [WIDTH-1:0] a13,
    output wire signed [WIDTH-1:0] a20,
    output wire signed [WIDTH-1:0] a21,
    output wire signed [WIDTH-1:0] a22,
    output wire signed [WIDTH-1:0] a23,
    output wire signed [WIDTH-1:0] a30,
    output wire signed [WIDTH-1:0] a31,
    output wire signed [WIDTH-1:0] a32,
    output wire signed [WIDTH-1:0] a33
);
    reg signed [WIDTH-1:0] mem [0:3][0:3];
    function automatic signed [WIDTH-1: 0] cast_val;
        input integer val;
        begin
            cast_val = val;
        end
    endfunction
    integer i;
    integer j;
    always @(posedge clk) 
        begin
            if (reset) 
                begin
                for (i = 0; i < 4; i = i + 1) 
                    begin
                    for (j = 0; j < 4; j = j + 1)
                        begin
                        mem[i][j] <= ((i == j)) ? cast_val(4) : cast_val(1);  
                        end
                    end
                end 
            else if (we) 
                begin
                    mem[row][col] <= din;
                end
        end
    assign a00 =mem[0][0];
    assign a01 = mem[0][1];
    assign a02 = mem[0][2];
    assign a03 =mem[0][3];
    assign a10 = mem[1][0];
    assign a11 = mem[1][1];
    assign a12 = mem[1][2];
    assign a13 = mem[1][3];
    assign a20 = mem[2][0];
    assign a21 = mem[2][1];
    assign a22 = mem[2][2];
    assign a23 = mem[2][3];
    assign a30 = mem[3][0];
    assign a31 = mem[3][1];
    assign a32 = mem[3][2];
    assign a33 = mem[3][3];
endmodule

===== flow/run.sh =====
#!/bin/bash
# OpenROAD 26Q1-2900-gdf79404cd8, Yosys 0.63+post, stock flow scripts
make -C /OpenROAD-flow-scripts/flow DESIGN_CONFIG=/design/flow/config.mk WORK_HOME=/design/flow/orfs finish

===== flow/constraint.sdc =====
current_design matrix_memory

set clk_period 6.3
set clk_io_pct 0.2

create_clock -name clk0 -period $clk_period [get_ports {clk}]

set non_clock_inputs [all_inputs -no_clocks]
set_input_delay [expr $clk_period * $clk_io_pct] -clock clk0 $non_clock_inputs
set_output_delay [expr $clk_period * $clk_io_pct] -clock clk0 [all_outputs]

===== flow/config.mk =====
export PLATFORM = sky130hd
export DESIGN_NAME = matrix_memory
export DESIGN_NICKNAME = matrix_memory
export VERILOG_FILES = /design/flow/design.v
export SDC_FILE = /design/flow/constraint.sdc
export NUM_CORES = 4
export LEC_CHECK = 1
export CORE_UTILIZATION = 50

==> results.ini <==
[layout]
final_core_util_pct = 71.70
final_area_mm2 = 0.01346
n_fill_cell = 1180
largest_reg_flops = 256
lay_top_count = clkdlybuf4s50_1
syn2layout_area_growth_pct = 40.26
drive_gt1_share_pct = 9.251
combGateArea_mm2 = 0.001551
largestRegisters = mem: 256 flops
top_register = mem
lay_top_cells = 278 x clkdlybuf4s50_1, 256 x edfxtp_1, 240 x nor3_1, 30 x buf_4, 27 x clkbuf_16
seq_area_mm2 = 0.007687

[drt]
vias = 6427
drt_wl_total_um = 26790
drt_iter0_drc = 348
viasPerCell = 5.628
wl_per_cell_um = 23.46
drc = 0
drtAntennaViolNets = 0
n_antenna_cell = 0
first_pass_iters = 5

[synth]
topCellsByArea = edfxtp_1 80%, nor3_1 13%, clkbuf_1 1.6%
synthesis.area_mm2 = 0.009594
yosys_warnings = 1
synthAoiAreaFrac_pct = 1.252
yosys_area_mm2 = 0.009594
postSynthSeqShare_pct = 80.13
ys_ff = 256
avgSynthCellArea_um2 = 15.30
ys_types = 15
syn_inst = 627
xor_share_pct = 0
mux_share_pct = 0
adder_share_pct = 0
synth.largest_area_cell = edfxtp_1
top_cell_area_share_pct = 80.13
ys_sh_simple_pct = 14.27
topCombFamilyByArea = simple AND/OR/NAND/NOR gates
ys_cells = 627

[power]
peakVddDrop_mv = 0.2364
p_leak_uw = 0.004353
p_per_area_mw_per_mm2 = 287.1

[floorplan]
io_pins = 279
die_area_mm2 = 0.01975
die_w_um = 140.5
fp_util_pct = 51.12
core_mm2 = 0.01877
die_y_um = 140.5
num_rows = 50

[final_timing]
relSlewSlack_pct = 39.60
drv_slew = 0
fin_setup_tns_ns = 0
finalSetupViolations = 0
worst-slew-pin-transition_ns = 0.9054
holdWs_ns = 1.634
period_used_pct = 60.39
fmax_mhz = 262.9
rsz0062_at_grt = false
period_minus_slack_ns = 3.804
fin_ws_ns = 2.496
final_hold_viol_count = 0

[worst_setup_path]
cp-end-kind = flip-flop
critical_path.top_delay_family = simple AND/OR/NAND/NOR gates
worst_ep_required_time_ns = 6.44
critPathBufInv = 1
slowest_delay_ns = 1.03
worstSetupPathType = in2reg
crit_fanout = 68
cp.arrival_ns = 3.95
path_cells = clkdlybuf4s50_1 -> or4b_4 -> o21bai_2
crit_slowest_cell = or4b_4
start_kind = input pin

[run_status]
outcome = finished, final reports clean

[job]
maxCapViolations = 0
tool_warnings = 26

[placed_design]
hpwl_um = 16520
place.gp.congestion = 0.8550
io_buffer_count = 278
dp_slack_ns = 1.962
placed_area_mm2 = 0.01260

[clock_tree]
cts_tree = built
clock_path_buffers = 3
cts_made_buffers = 26
htree_levels = 1
cts_hold_buf = 0
clock_sinks = 256
cts-root-buf = clkbuf_16
ctsResizeCount = 0
path_clk_slew_ns = 0.06
postCtsSetupRepairBufs = 0

[global_route]
antenna_found_initial = 0
grt_max_degree = 69
track_usage_pct = 30.92
grt_pass1_vias = 6434
grt_first_pass_wirelength_um = 39250
grt_remaining_overflow = 0

[hold_path]
hold_path_class = in2reg

[cells by family after synthesis]
kind of cell    Yosys count
simple gates            264
compound gates           16
buf+inv                  91
flops                   256
[metrics by stage]
stage,std cells,total power (uW)
3_3_place_gp,1094,2381
6_report,1142,3863
3_5_place_dp,1094,2380
2_1_floorplan,627,2097
5_1_grt,1142,3982
4_1_cts,1142,3881
[final timing paths]
path | end | slack [ns] | depth (start not counted) | startpoint
worst max-delay path | mem[1][12]$_SDFFCE_PN0P_ | 2.50 | 3 | reset
worst min-delay path | mem[0][2]$_SDFFCE_PN1P_ | 1.63 | 2 | din[2]
[report_power, final]
part | switching (uW) | total [uW] | internal (uW)
sequential | 38.5 | 2010 | 1970
clock | 617 | 1520 | 901
combinational | 149 | 335 | 186
total | 804 | 3860 | 3060
[final cells by class]
class | instances | share of cell area (%)
repair buffers | 308 | 22.35
clock buffers | 28 | 5.049
well taps | 234 | 2.176
clock inverters | 20 | 1.320
flip-flops and latches | 256 | 57.13
inverters | 16 | 0.4463
multi-input cells | 280 | 11.53
[per-layer routing]
layer / wire [um] / part of all wire, % / global-route usage (%) / vias up
li1: - / - / - / 2901
met1: 9680 / 36 / 48.01 / 2990
met2: 12230 / 46 / 42.84 / 490
met3: 4290 / 16 / 19.30 / 46
met4: 595 / 2.2 / 5.378 / 0
met5: 0 / 0 / 0 / -
[cell usage after synthesis]
cell         n
or3_1       16
buf_2       19
buf_6        7
clkbuf_1    40
nand2_1      1
buf_1        9
o21bai_1    16
nor3_1     240
inv_1       16
nand2b_1     2
or4b_4       1
nand4b_1     1
or2_2        1
edfxtp_1   256
nand4bb_1    2
No activity file was given, so power comes from the tool's default toggle rates.
